--- design.v ---
module RCA(a, b, cin, sum, cout);
	input [3:0]a;
	input [3:0]b;
	input cin;
	output [3:0]sum;
	output cout;
	wire c_1, c_2, c_3;
	Full_Adder fa_1(a[0], b[0], cin, c_1, sum[0]);
	Full_Adder fa_2(a[1], b[1], c_1, c_2, sum[1]);
	Full_Adder fa_3(a[2], b[2], c_2, c_3, sum[2]);
	Full_Adder fa_4(a[3], b[3], c_3, cout, sum[3]);
endmodule
module Full_Adder(a, b, cin, cout, sum);
	input a, b, cin;
	output cout, sum;
	wire w_1, w_2, w_3;
	Half_Adder ha_1(a, b, w_1, w_2);
	Half_Adder ha_2(w_2, cin, w_3, sum);
	or(cout, w_1, w_3);
endmodule
module Half_Adder(a, b, cout, sum);
	input a, b;
	output reg cout, sum;
	always@(*)
		#2 cout = a & b;
	always@(*)
		#3 sum = a ^ b;
endmodule
module Top;
	reg [3:0]a;
	reg [3:0]b;
	reg cin;
	wire [3:0]sum;
	wire cout;
	initial
	begin
		a = 0;
		b = 0;
		cin = 0;
	end	
	RCA adder(a, b, cin, sum, cout);
	initial
	begin
		a[1] = 1;	 
		cin = 1; 
		a[3] = 1;
		b[0] = 1;
		b[2] = 1;
		#25 a = 0;
		b = 0;
		cin = 0;
		#25 cin = 1;
		a[0] = 1;
		a[2] = 1;
		a[3] = 1;
		b[0] = 1;
		b[1] = 1;
		b[2] = 1;
		b[3] = 1;
		#25 a = 0;
		b = 0;
		cin = 0;
		#25 a[0] = 1;
		cin = 1; 
		a[2] = 1;
		a[3] = 1;
		b[1] = 1;
	end
endmodule
--- run.sh ---
#!/bin/bash
# OpenROAD 26Q1-2900-gdf79404cd8, Yosys 0.63+post, stock flow scripts
make -C /OpenROAD-flow-scripts/flow DESIGN_CONFIG=/design/flow/config.mk WORK_HOME=/design/flow/orfs finish
--- config.mk ---
export PLATFORM = sky130hd
export DESIGN_NAME = RCA
export DESIGN_NICKNAME = RCA
export VERILOG_FILES = /design/flow/design.v
export SDC_FILE = /design/flow/constraint.sdc
export NUM_CORES = 4
export LEC_CHECK = 1
export CORE_AREA = 10 10 70 70
export DIE_AREA = 0 0 80 80
--- constraint.sdc ---
current_design RCA

set clk_period 3.0
set clk_io_pct 0.2

create_clock -name clk0 -period $clk_period

set non_clock_inputs [all_inputs -no_clocks]
set_input_delay [expr $clk_period * $clk_io_pct] -clock clk0 $non_clock_inputs
set_output_delay [expr $clk_period * $clk_io_pct] -clock clk0 [all_outputs]
==> datasheet_impl.txt <==
Characteristics after synthesis and place and route

Parameter                              Value

Outcome
  Result of the run .................. completed

Synth
  Synthesized chip area reported by yosys .................. 147.6 sq um
  Number of cells in the yosys synthesis report .................. 18
  Synthesized area per cell .................. 8.202 sq um
  Gate count of the mapped netlist .................. 18
  Synth Warn # .................. 1
  Unique cell type count in the Yosys netlist .................. 3
  Synth Seq Share .................. 0
  Synthesized area .................. 147.6 sq um

Global routing
  Antenna violations before repair .................. 0
  Pin count of the biggest net entering global routing .................. 2
  Total congestion overflow after global routing .................. 0
  Wire length of the first global-routing pass .................. 676 um
  Global-route total usage across every layer .................. 0.01345
  Vias in the first global route .................. 161

Drt
  Antenna Violating Nets Remaining .................. 0
  Final Routed Wirelength .................. 456 um
  Vias after detailed routing .................. 128
  Average vias per placed instance .................. 1.730
  Wire length per cell after detailed routing .................. 6.162 um
  Number of remaining DRC errors .................. 0
  Router iterations before antenna repair .................. 1
  Total inserted antenna cells .................. 0
  Number of design-rule violations left by the first detailed-router iteration .................. 0

Placement
  Number of port buffers .................. 14
  Pre-CTS worst setup slack .................. -0.6897 ns
  Detailed-placement wirelength estimate .................. 450.1 um
  Placer congestion estimate .................. 0.7990

Cells and area
  Fill cells .................. 408
  Layout Utilization .................. 0.08828
  Registers .................. 0
  Combined area of the multi-input logic cells .................. 87.58 sq um
  Share of layout cells above drive strength 1 .................. 0.4286
  Most numerous logic cells after layout .................. 6 x sky130_fd_sc_hd__clkdlybuf4s50_1, 5 x sky130_fd_sc_hd__inv_2, 5 x sky130_fd_sc_hd__inv_1, 4 x sky130_fd_sc_hd__buf_2
  Most common library cell in the layout ignoring fill and taps .................. sky130_fd_sc_hd__clkdlybuf4s50_1
  Sequential Area .................. 0 sq um
  Clock buffer cells .................. 0
  Synth-to-layout area growth .................. 104.2%

Critical path
  WS Path Type .................. input pin to output port
  Crit path arrival time .................. 2.28 ns
  Req. time, crit path .................. 2.40 ns
  End point of the critical path .................. sum[3]
  Critical path launch point .................. cin
  Capturing element type of the critical path .................. output port
  Kind of start point of the critical path .................. input pin
  Top fanout value on the critical path .................. 1

Power
  Total Power .................. 41.74 uW
  Leakage .................. 0.1427 nW
  Pwr dens .................. 138.4 mW/mm^2
  Largest voltage drop on the vdd net .................. 0.03686 mV

Floorplanning
  Die Outline Area .................. 0.006400 sq mm
  Die boundary width .................. 80 um
  Number of primary I/O pins .................. 14
  CORE AREA .................. 0.003416 sq mm
  Fp util .................. 0.04322
  Site Rows .................. 21
  Die Ht .................. 80 um

Job
  Total tool warning count .................. 32
  Total of max-cap violations .................. 0

Timing
  Unrepaired setup endpoints after global routing .................. no
  # setup viols final .................. 0
  Max_slew headroom .................. 0.9314
  Post-route minimum period .................. 2.881 ns
  Final hold slack .................. 1.940 ns
  Post-layout period usage .................. 0.9604
  Measured slew at the worst slew-check pin .................. 0.1028 ns
  Pins over their slew limit .................. 0
  Worst setup slack after layout .................. 0.1187 ns
  Count of endpoints failing hold in the final timing report .................. 0
  Fmax achieved .................. 347.1 MHz

Worst hold path
  Class of the most critical hold timing path .................. input pin to output port
  Launch point of the worst hold path .................. b[3]
worst min path at each step:
stage / end / slack (ns) / cells past startpoint
4_1_cts: sum[3] / 1.95 / 5
5_1_grt: sum[0] / 1.99 / 5
6_report: sum[3] / 1.94 / 5
critical path, stage by stage:
cell	delay, ns
sky130_fd_sc_hd__buf_2	0.11
sky130_fd_sc_hd__inv_2	0.05
sky130_fd_sc_hd__fa_2	0.20
sky130_fd_sc_hd__inv_2	0.04
sky130_fd_sc_hd__fa_2	0.34
sky130_fd_sc_hd__fa_2	0.34
sky130_fd_sc_hd__inv_2	0.06
sky130_fd_sc_hd__fa_1	0.40
sky130_fd_sc_hd__inv_1	0.06
sky130_fd_sc_hd__buf_2	0.08
Yosys cell counts, drive strengths merged:
master  instances  area [sq um]
buf             4         30.03
inv            10         37.54
fa              4         80.08
routing by layer:
metal | vias up | track usage | part of all wire
li1 | 60 | - | -
met1 | 54 | 0.02004 | 0.59
met2 | 14 | 0.01766 | 0.25
met3 | 0 | 0.006818 | 0.16
met4 | 0 | 0 | 0
met5 | - | 0 | 0
area by class of cell:
| class | instances | share of cell area |
|---|---|---|
| inverters | 10 | 0.1245 |
| repair buffers | 14 | 0.3942 |
| multi-input cells | 4 | 0.2905 |
| well taps | 46 | 0.1909 |
cell families (layout without fill, tap and decap cells):
| family | after synthesis | in the layout | synth area share |
|---|---|---|---|
| buffers and inverters | 14 | 24 | 0.4577 |
| adders and majority gates | 4 | 4 | 0.5424 |
where the power goes:
group	internal (mW)	switching, mW
sequential	0	0
clock	0	0
combinational	0.0274	0.0143
total	0.0274	0.0143
what timing repair did:
action	CTS	global route
cloned	0	0
resized	26	1
pin swaps	4	2
setup buffers	0	0
hold buffers	0	0
hold endpoints to repair	0	0
setup endpoints to repair	4	1
stage by stage:
step / instance area [sq um] / setup TNS [ns] / cells
floorplan: 147.6 / 0 / 18
global placement: 315.3 / -1.430 / 74
detailed placement: 315.3 / -1.579 / 74
CTS: 299.0 / 0 / 74
global route: 301.5 / 0 / 74
finish: 301.5 / 0 / 74
Power is estimated from default activity; no workload was simulated.
